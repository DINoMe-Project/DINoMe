## design/flow/run.sh

```bash
#!/bin/bash
# OpenROAD 26Q1-2900-gdf79404cd8, Yosys 0.63+post, stock flow scripts
make -C /OpenROAD-flow-scripts/flow DESIGN_CONFIG=/design/flow/config.mk WORK_HOME=/design/flow/orfs finish
```

## design/flow/config.mk

```make
export PLATFORM = sky130hd
export DESIGN_NAME = AsyncResetRegVec_w2_i0
export DESIGN_NICKNAME = AsyncResetRegVec_w2_i0
export VERILOG_FILES = /design/flow/design.v
export SDC_FILE = /design/flow/constraint.sdc
export NUM_CORES = 4
export LEC_CHECK = 1
export CORE_AREA = 10 10 90 90
export DIE_AREA = 0 0 100 100
```

## design/flow/constraint.sdc

```tcl
current_design AsyncResetRegVec_w2_i0

set clk_period 1.0
set clk_io_pct 0.2

create_clock -name clk0 -period $clk_period [get_ports {clock}]

set non_clock_inputs [all_inputs -no_clocks]
set_input_delay [expr $clk_period * $clk_io_pct] -clock clk0 $non_clock_inputs
set_output_delay [expr $clk_period * $clk_io_pct] -clock clk0 [all_outputs]
```

## design/flow/design.v

```verilog
module AsyncResetRegVec_w2_i0(  
  input         clock,  
  input         reset,  
  input  [31:0] io_d,  
  output [31:0] io_q  
);
  wire  _T;  
  reg [31:0] reg_;  
  reg [31:0] _RAND_0;
  assign _T = reset;  
  assign io_q = reg_;  
initial begin
    reg_ = 32'h0;
end
  always @(posedge clock) begin
    if (_T) begin
      reg_ <= 32'h0;
    end else begin
      reg_ <= io_d;
    end
  end
endmodule
```

==> metrics.yaml <==
grtUsageTotal: 0.04879
fin_crit_sh: 0.9632
netlist_instances: 67
synthSimpleGateAreaFrac: 0.2319
die_outline_area_um2: 10000
post_route_cells_drive_above_1_share: 0.1739
htree_levels: 2
ys_sh_adder: 0
postLayoutSetupSlackWorst_ns: 0.03675
setup-violations-final: 0
logic_area_um2: 200.2
path_delay_family: "flip-flops"
power.static_leakage_nw: 0.6680
tool_warnings: 25
layout.cells.most_common: "sky130_fd_sc_hd__clkdlybuf4s50_1"
timing.final.hold_violations: 0
initial_cell_density_of_the_core: 0.1375
rsz_0062_raised_after_global_routing: "no"
count_of_warnings_emitted_by_yosys: 1
via_count: 670
buffer_ports.inserted: 65
cts.root.buffer_cell: "sky130_fd_sc_hd__clkbuf_8"
avgViaCountPerCell: 3.116
floorplan.io_pins: 66
synthesis.area_per_instance_um2: 12.89
xor_xnor_area_frac: 0
flow.area_growth_from_synthesis_pct: 92.61
clk_pin_slew_ns: 0.06
drt_iter0_drc: 6
ys_cells: 67
cts_buffer_depth: 2
finalWeightedCongestion: 0.6501
timing.critical_path.required_ns: 0.80
die_h_um: 100
grt_max_degree: 33
crit_slowest_cell: "sky130_fd_sc_hd__dfxtp_1"
crit_path_start_kind: "flip-flop"
area.sequential_um2: 650.6
floorplan.rows: 29
tritoncts.num_buffers: 5
layout_top_cells_excl_fill_tap: "sky130_fd_sc_hd__clkdlybuf4s50_1, sky130_fd_sc_hd__nor2b_1, sky130_fd_sc_hd__dfxtp_1"
critical_path_class: "flip-flop to output pin"
cts_tree: "done"
route.antenna.remaining_nets: 0
critical_path_cell_list: "clkdlybuf4s15_1"
syn-cell-area_um2: 863.3
cts_hold_buf: 0
final_cell_area_um2: 1663
synth-seq-area-share: 0.7420
dp_hpwl_mm: 2.040
synth.cellmix.compoundShare: 0
mux_contribution_to_synthesized_area: 0
route.final.wire_length_mm: 2.485
max_flop_register: "reg_"
final_cell_utilization_of_the_core: 0.2649
timing.final.crit_period_ns: 0.9632
avgRoutedWirePerCell_um: 11.56
worst_case_hold_slack_ns: 0.4726
cp-end-kind: "output pin"
antenna_cells: 0
grt_pass1_vias: 748
cp_slowest_stage_delay_ns: 0.31
synth.ff_latch_count: 32
fmaxAchievable_ghz: 1.038
tightest_pin_transition_ns: 0.1401
top_registers: "reg_: 32 flops"
global_route.overflow_total: 0
grt_pass1_wl_mm: 3.912
yosys-stat-area_um2: 863.3
cts_sinks: 32
hold_path.class: "input pin to flip-flop"
worst-path-max-fanout: 1
report.final.slew_viol_count: 0
drc_errors: 0
dpl_cell_area_um2: 1608
slew_headroom: 0.9066
cap_violations: 0
place_ws_ns: -0.09811
filler_cell_count: 661
synth_cell_type_count: 3
logic_family: "simple AND/OR/NAND/NOR gates"
die_w_um: 100
status: "finished, final reports clean"
antenna_violations_before_repair: 0
dr.pass1.iters: 2
path_buffers: 1
core_area_um2: 6277
worst_ep_arrival_time_ns: 0.76
vdd_ir_drop_max_uv: 577.5
total_power_divided_by_cell_area_nw_per_um2: 1581
largest_reg_flops: 32
## repair_timing
action,CTS,global route
gates resized,71,12
setup buffers,0,0
endpoints found under the setup margin,32,10
## kinds of logic (layout without fill, tap and decap cells)
group | count (synthesis) | after routing
AND/OR/NAND/NOR | 32 | 32
flip-flops | 32 | 32
buffers and inverters | 3 | 74
## synth_stat cells
master	instances	area share
sky130_fd_sc_hd__dfxtp_1	32	0.74
sky130_fd_sc_hd__nor2b_1	32	0.23
sky130_fd_sc_hd__buf_4	3	0.026
## final timing paths
path,from,endpoint,slack (ns),cells after the start
setup / recovery,reg_[25],io_q[25],0.04,1
hold / removal,io_d[17],reg_[17],0.47,2
## routing by layer
layer | vias to the layer above | routed length (um) | GRT usage
li1 | 337 | - | -
met1 | 296 | 919 | 0.05432
met2 | 35 | 1194 | 0.07616
met3 | 2 | 362 | 0.03400
met4 | 0 | 9 | 0.008696
met5 | - | 0 | 0
## power breakdown
group / internal (mW) / total [mW] / switching [mW] / leakage, nW
Sequential: 1.35 / 1.36 / 0.0153 / 0.269
Combinational: 0.216 / 0.274 / 0.0578 / 0.354
Clock: 0.561 / 0.993 / 0.433 / 0.0455
Total: 2.12 / 2.63 / 0.506 / 0.668
## per-stage QoR
stage	std cells	total power, mW	setup TNS, ns
floorplan	67	1.430	0
global placement	207	1.707	-2.687
finish	215	2.629	0
detailed placement	207	1.711	-2.791
global route	215	2.785	0
CTS	215	2.718	0
## final cells by class
type / instances / area share
clock buffer: 8 / 0.05418
multi-input combinational: 32 / 0.1204
sequential: 32 / 0.3913
tap: 77 / 0.05794
timing repair buffer: 66 / 0.3762
Power and IR drop assume default switching activity.
