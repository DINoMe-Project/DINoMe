`/design/flow/config.mk`:
```
export PLATFORM = sky130hd
export DESIGN_NAME = split_itag_array_ext
export DESIGN_NICKNAME = split_itag_array_ext
export VERILOG_FILES = /design/flow/design.v
export SDC_FILE = /design/flow/constraint.sdc
export NUM_CORES = 4
export LEC_CHECK = 1
export CORE_UTILIZATION = 50
```
`/design/flow/constraint.sdc`:
```
current_design split_itag_array_ext

set clk_period 5.7
set clk_io_pct 0.2

create_clock -name clk0 -period $clk_period [get_ports {RW0_clk}]

set non_clock_inputs [all_inputs -no_clocks]
set_input_delay [expr $clk_period * $clk_io_pct] -clock clk0 $non_clock_inputs
set_output_delay [expr $clk_period * $clk_io_pct] -clock clk0 [all_outputs]
```
`/design/flow/design.v`:
```
module split_itag_array_ext(
  input  [2:0]  RW0_addr,
  input         RW0_clk,
  input  [23:0] RW0_wdata,
  output [23:0] RW0_rdata,
  input         RW0_en,
  input         RW0_wmode,
  input         RW0_wmask
);
  reg [23:0] ram [0:7];
  reg [31:0] _RAND_0;
  wire [23:0] ram_RW_0_r_0_data;
  wire [2:0] ram_RW_0_r_0_addr;
  wire [23:0] ram_RW_0_w_0_data;
  wire [2:0] ram_RW_0_w_0_addr;
  wire  ram_RW_0_w_0_mask;
  wire  ram_RW_0_w_0_en;
  wire  _GEN_0;
  wire  _GEN_1;
  wire  _GEN_2;
  wire [23:0] _GEN_3;
  wire [2:0] _GEN_4;
  reg [2:0] ram_RW_0_addr_pipe_0;
  reg [31:0] _RAND_1;
  wire  _GEN_6;
  wire  ram_RW_0_addr_en;
  wire [2:0] _GEN_5;
  assign ram_RW_0_r_0_addr = ram_RW_0_addr_pipe_0;
  assign ram_RW_0_r_0_data = ram[ram_RW_0_r_0_addr];
  assign ram_RW_0_w_0_data = RW0_wdata;
  assign ram_RW_0_w_0_addr = RW0_addr;
  assign ram_RW_0_w_0_mask = RW0_wmask;
  assign ram_RW_0_w_0_en = RW0_en & RW0_wmode;
  assign RW0_rdata = ram_RW_0_r_0_data;
  assign _GEN_0 = RW0_en;
  assign _GEN_1 = RW0_wmode;
  assign _GEN_2 = RW0_wmask;
  assign _GEN_3 = RW0_wdata;
  assign _GEN_4 = RW0_addr;
  assign _GEN_6 = ~ RW0_wmode;
  assign ram_RW_0_addr_en = RW0_en & _GEN_6;
  assign _GEN_5 = RW0_addr;
initial begin
end
  always @(posedge RW0_clk) begin
    if(ram_RW_0_w_0_en & ram_RW_0_w_0_mask) begin
      ram[ram_RW_0_w_0_addr] <= ram_RW_0_w_0_data;
    end
    if (ram_RW_0_addr_en) begin
      ram_RW_0_addr_pipe_0 <= RW0_addr;
    end
  end
endmodule
```
`/design/flow/run.sh`:
```
#!/bin/bash
# OpenROAD 26Q1-2900-gdf79404cd8, Yosys 0.63+post, stock flow scripts
make -C /OpenROAD-flow-scripts/flow DESIGN_CONFIG=/design/flow/config.mk WORK_HOME=/design/flow/orfs finish
```
==> flow_summary.toml <==
# implementation run metrics
[drt]
first_pass_iters = 4
drtAntennaViolNets = 0
vias = 3279
antenna_cells = 0
drt_iter0_markers = 225
drc = 0
drt-total-wl_mm = 12.7
via_per_inst = 5.77
wl_per_cell_um = 22.4

[timing]
final_hold_viol_count = 0
slew_viol_final = 0
period_used_pct = 72.4
finClkSkew_ns = 0.00346
tns_ns = 0
max_freq_mhz = 242
setup_viol = 0
finalCriticalPeriod_ns = 4.13
worst_pin_slew_ns = 0.676
rsz0062_at_grt = "no"
relSlewSlack_pct = 54.9

[synthesis]
synth-area-yosys_um2 = 7520
avgSynthCellArea_um2 = 25.0
netlist_area_um2 = 7520
yosysWarnings = 1
synth.distinct_cells = 18
yosys-stat-cells = 301
ys_seq_share_pct = 78.7
synth_flops = 198
synthCells = 301

[cts]
cts_tree = "yes"
postCtsSetupRepairBufs = 0
cts-resized-gates = 0
clock_latency_ns = 0.42
clockBufferDepth = 2
cts_made_buffers = 17
root_buffer = "clkbuf_16"
clk_pin_slew_worst_paths_ns = 0.06
clock_sinks = 198
ctsHoldBuffers = 0
htree_levels = 4

[global_route]
grt_start_max_net_pins = 32
antenna_found_initial = 0
grt-busiest-layer = "met1"
met3_usage_pct = 14.3
grt_pass1_vias = 3646
gr-total-overflow = 0
grt_pass1_wl_mm = 19.7
track_usage_pct = 19.4
grt_use_met2_pct = 26.6
grt_use_met1_pct = 29.4

[worst_setup_path]
end_kind = "output port"
setup.worst_path.start_class = "flip-flop"
crit_family = "buffers and inverters"
cp.arrival_ns = 2.99
cpPeakStageDelay_ns = 0.76
path_buffers = 2
crit_chain = "buf_4 -> mux4_2 -> mux2_2 -> clkdlybuf4s50_1"
cpMaxStageDelayCell = "dfxtp_4"
cp_max_fo = 31
cp.required_ns = 4.56
path_class = "reg2out"

[floorplanning]
rows = 44
fp_util_pct = 51.5
fp.dieH_um = 125
fp.dieW_um = 125
fp.dieArea_um2 = 15500
io_pins = 55
core_um2 = 14600

[place]
dp_cells = 537
hpwlAfterDp_mm = 6.52
gp_congestion = 0.778
port_buffers = 54

[finish]
fin_cells = 568
fillers = 982
area_delta_synth_final_pct = 18.3
lay_top_cells = "edfxtp_1 (195), clkdlybuf4s50_1 (54), mux4_2 (48), clkbuf_16 (17), mux2_2 (15)"
final_layout_top_logic_cell = "edfxtp_1"
layout-drive-gt1-share_pct = 31.5

[min_path]
hold_path_class = "reg2reg"

[flow_run]
warnings = 25
maxCapViolCount = 0

[pwr]
power_density_nw_per_um2 = 342
ir_worst_vdd_uv = 189
leakagePower_uw = 0.00284

[status]
status = "finished clean"
cell usage after synthesis, drive strengths merged:
library cell  instances  area share, %
mux4                 48             14
nand4b                1           0.12
nor3                  2           0.13
dfxtp                 3           0.80
nand2                 1          0.050
clkbuf                3           0.17
mux2                 27            4.6
nand4                 1          0.083
edfxtp              195             78
nor2                  6           0.30
buf                  10            1.1
nand2b                3           0.25
inv                   1          0.050
stage by stage:
step	hold WS, ns	worst slack [ns]	power [µW]	instance area [µm²]	util, %
2_1_floorplan	0.448	2.21	1780	7520	-
3_3_place_gp	0.457	2.03	1890	8300	56.9
3_5_place_dp	0.464	2.02	1890	8300	56.9
4_1_cts	0.484	1.50	3080	8890	61.0
5_1_grt	0.504	1.39	3150	8890	61.0
6_report	0.478	1.57	3050	8890	61.0
power by group:
group	leakage, µW	internal [µW]	total, µW	switching [µW]
clock	0.000291	722	1190	471
combinational	0.000761	142	213	70.8
sequential	0.00178	1620	1640	21.2
registers in the layout, indices dropped and copies added, names as in the netlist, named ones only:
name / cells
ram: 192
ram_RW_0_addr_pipe_0: 3
area by class of cell:
class | instances | area, µm² | area share, %
repair buffers | 65 | 623 | 7.01
multi-input cells | 89 | 1530 | 17.1
clock buffers | 18 | 429 | 4.82
inverters | 1 | 3.75 | 0.0422
flip-flops and latches | 198 | 5920 | 66.6
clock inverters | 13 | 163 | 1.83
well taps | 184 | 230 | 2.59
cells by family after synthesis:
family / Yosys count / synth area share (%)
buf+inv: 14 / 1.35
flops: 198 / 78.7
mux: 75 / 19.0
simple gates: 14 / 0.932
final timing paths:
| kind | from | slack, ns | cells after the start | endpoint |
|---|---|---|---|---|
| min reg2reg | ram_RW_0_addr_pipe_0[0] | 0.48 | 1 | flip-flop |
| max reg2reg | ram_RW_0_addr_pipe_0[2] | 4.96 | 1 | flip-flop |
| min | ram_RW_0_addr_pipe_0[0] | 0.48 | 1 | flip-flop |
| max | flip-flop | 1.57 | 4 | RW0_rdata[0] |
routing by layer:
layer | share of wire, % | routed length, µm
met5 | 0 | 0
met4 | 1.7 | 214
met2 | 47 | 5970
met1 | 37 | 4680
met3 | 14 | 1830
Power figures rest on the tool's default switching activity, not on a simulated workload.
