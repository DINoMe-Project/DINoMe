[design/flow/run.sh]
#!/bin/bash
# OpenROAD 26Q1-2900-gdf79404cd8, Yosys 0.63+post, stock flow scripts
make -C /OpenROAD-flow-scripts/flow DESIGN_CONFIG=/design/flow/config.mk WORK_HOME=/design/flow/orfs finish
[design/flow/config.mk]
export PLATFORM = sky130hd
export DESIGN_NAME = AsyncResetRegVec_w32_i0
export DESIGN_NICKNAME = AsyncResetRegVec_w32_i0
export VERILOG_FILES = /design/flow/design.v
export SDC_FILE = /design/flow/constraint.sdc
export NUM_CORES = 4
export LEC_CHECK = 1
export CORE_AREA = 10 10 90 90
export DIE_AREA = 0 0 100 100
[design/flow/constraint.sdc]
current_design AsyncResetRegVec_w32_i0

set clk_period 1.0
set clk_io_pct 0.2

create_clock -name clk0 -period $clk_period [get_ports {clock}]

set non_clock_inputs [all_inputs -no_clocks]
set_input_delay [expr $clk_period * $clk_io_pct] -clock clk0 $non_clock_inputs
set_output_delay [expr $clk_period * $clk_io_pct] -clock clk0 [all_outputs]
[design/flow/design.v]
module AsyncResetRegVec_w32_i0(  
  input         clock,  
  input         reset,  
  input  [31:0] io_d,  
  output [31:0] io_q  
);
  wire  _T;  
  reg [31:0] reg_;  
  reg [31:0] _RAND_0;
  assign _T = reset;  
  assign io_q = reg_;  
initial begin
    reg_ = 32'h0;
end
  always @(posedge clock) begin
    if (_T) begin
      reg_ <= 32'h0;
    end else begin
      reg_ <= io_d;
    end
  end
endmodule
==> run summary <==
yosys + openroad results -> Max Clock Freq=1.04 GHz, WP buf/inv=1, Syn. warnings=1, H-tree depth=2, Die ar.=10,000 sq um, largest net degree at the start of global routing=33, Setup TNS=0 ns, CTS Buf Count=5, PwrDens=1580 nW/um^2, grt total ovfl=0, Starting DRT DRC Count=6, Area leader share=74.2%, Reg area=651 sq um, Fillers=661, CP max stage cell=dfxtp_1, wire length on met1=919 um, Area growth syn-to-layout=92.6%, Seq share, synth=74.2%, Area after DPL=1610 sq um, Clock Sinks=32, Avg Cell Area, Syn=12.9 sq um, DRT Wirelength=2490 um, Mapped Cells=67, leakage power=0.668 nW, IO Port Bufs=65, die width=100 um, Core Region=6280 sq um, Hold Violations, Final=0, Max Cap Viol=0, DP HPWL=2040 um, crit path max fanout=1, met3 routed WL=362 um, first-pass GRT wire length=3910 um, dpl ws=-0.0981 ns, GRT Total Usage=4.88%, row cnt=29, Final Cycle Share=96.3%, Final ANT Viol Nets=0, Design Area, Final=1660 sq um, Top Registers=reg_ (32), layout cells sized above 1=17.4%, CP required=0.80 ns, unrepaired setup endpoints after global routing=false, Clock Tree Buf Depth=2, FP Util=13.8%, Die Y=100 um, detailed-route via count=670, comb. cell area=200 sq um, DR top layer=met4, final setup violation count=0, Ports=66, Post-CTS Hold Buffers=0, Setup WS post-layout=0.0368 ns, mapped cell area=863 sq um, crit path DAT=0.76 ns, # diodes=0, Final Max Tran Viols=0, Crit. End Element=output pin, Root Driver=clkbuf_8, largest area contributor in the netlist=dfxtp_1, Worst-Margin Slew=0.140 ns, Main area contributors=dfxtp_1 74%, nor2b_1 23%, buf_4 2.6%, critical path, cell by cell=clkdlybuf4s15_1, CTS tree=built, GPL Wtd Cong=0.650, Vias/cell=3.12, Reg with most FFs=reg_, Hold Crit Class=in2reg, DR DRC count=0, DRT Pass-1 Iters=2, Worst slew margin=90.7%, ys flops=32, outcome=complete, no violations, Yosys Chip Area=863 sq um, max reg flops=32, most frequent logic cell in the layout=clkdlybuf4s50_1, VDD IR max=0.578 mV, number of antenna violations at the first check in global routing=0, CP peak stage delay=0.31 ns, Final Core Density=26.5%, post-synthesis cell type count=3, ys cells=67, Crit Path Class=reg2out, Top Layout Cells=33 x clkdlybuf4s50_1, 32 x nor2b_1, 24 x dfxtp_1, 23 x clkdlybuf4s15_1, 8 x dfxtp_2, startpoint class of the critical path=flop, number of logged tool warnings=25, fin crit period=0.963 ns, wire length per cell=11.6 um, Crit path max-delay family=flip-flops, vias in the first global route=748, metal2 WL=1190 um, Worst-path clk slew=0.06 ns
[synth_stat cells]
cell     number
dfxtp_1      32
nor2b_1      32
buf_4         3
[kinds of logic after synthesis]
kind of cell	Yosys count	synth area share [%]
buffers and inverters	3	2.61
flip-flops	32	74.2
AND/OR/NAND/NOR	32	23.2
[metrics by stage]
step,power (W),hold WS [ns],instances
floorplan,0.00143,0.272,67
global placement,0.00171,0.759,207
detailed placement,0.00171,0.760,207
CTS,0.00272,0.453,215
global route,0.00279,0.465,215
finish,0.00263,0.473,215
[path summary, 6_finish.rpt]
check,cells after the start,slack [ns],start,end
setup / recovery,1,0.04,reg_[25]$_SDFF_PP0_,io_q[25]
hold / removal,2,0.47,io_d[17],reg_[17]$_SDFF_PP0_
[what timing repair did]
action	CTS	global route
setup buffers	0	0
gates resized	71	12
setup endpoints to repair	32	10
[layout make-up]
| class | instances | area share [%] |
|---|---|---|
| Clock buffer | 8 | 5.42 |
| Tap cell | 77 | 5.79 |
| Timing Repair Buffer | 66 | 37.6 |
| Multi-Input combinational cell | 32 | 12.0 |
| Sequential cell | 32 | 39.1 |
[report_power, final]
| group | total (W) | switching, W | internal, W |
|---|---|---|---|
| Combinational | 0.000274 | 0.0000578 | 0.000216 |
| Sequential | 0.00136 | 0.0000153 | 0.00135 |
| Clock | 0.000993 | 0.000433 | 0.000561 |
[routing by layer]
metal  global-route usage, %  up-vias
li1                        -      337
met1                    5.43      296
met2                    7.62       35
met3                    3.40        2
met4                   0.870        0
met5                       0        -
Power is estimated from default activity; no workload was simulated.
